**flow/run.sh**
```bash
#!/bin/bash
# OpenROAD 26Q1-2900-gdf79404cd8, Yosys 0.63+post, stock flow scripts
make -C /OpenROAD-flow-scripts/flow DESIGN_CONFIG=/design/flow/config.mk WORK_HOME=/design/flow/orfs finish
```
**flow/config.mk**
```make
export PLATFORM = sky130hd
export DESIGN_NAME = reset_delay
export DESIGN_NICKNAME = reset_delay
export VERILOG_FILES = /design/flow/design.v
export SDC_FILE = /design/flow/constraint.sdc
export NUM_CORES = 4
export LEC_CHECK = 1
export CORE_AREA = 10 10 104 104
export DIE_AREA = 0 0 114 114
```
**flow/constraint.sdc**
```tcl
current_design reset_delay

set clk_period 2.6
set clk_io_pct 0.2

create_clock -name clk0 -period $clk_period [get_ports {iCLK}]

set non_clock_inputs [all_inputs -no_clocks]
set_input_delay [expr $clk_period * $clk_io_pct] -clock clk0 $non_clock_inputs
set_output_delay [expr $clk_period * $clk_io_pct] -clock clk0 [all_outputs]
```
**flow/design.v**
```verilog
module reset_delay(iRSTN, iCLK, oRST);
input iRSTN;
input iCLK;
output reg oRST;
reg [20:0] cont;
always @(posedge iCLK or negedge iRSTN)
  if (!iRSTN) 
  begin
    cont     <= 21'b0;
    oRST     <= 1'b1;
  end
  else if (!cont[20]) 
  begin
    cont <= cont + 21'b1;
    oRST <= 1'b1;
  end
  else
    oRST <= 1'b0;
endmodule
module DE10_LITE_Default(
	input 		          		ADC_CLK_10,
	input 		          		MAX10_CLK1_50,
	input 		          		MAX10_CLK2_50,
	output		    [12:0]		DRAM_ADDR,
	output		    [1:0]		DRAM_BA,
	output		          		DRAM_CAS_N,
	output		          		DRAM_CKE,
	output		          		DRAM_CLK,
	output		          		DRAM_CS_N,
	inout 		    [15:0]		DRAM_DQ,
	output		          		DRAM_LDQM,
	output		          		DRAM_RAS_N,
	output		          		DRAM_UDQM,
	output		          		DRAM_WE_N,
	output		     [7:0]		HEX0,
	output		     [7:0]		HEX1,
	output		     [7:0]		HEX2,
	output		     [7:0]		HEX3,
	output		     [7:0]		HEX4,
	output		     [7:0]		HEX5,
	input 		     [1:0]		KEY,
	output		     [9:0]		LEDR,
	input 		     [9:0]		SW,
	output		     [3:0]		VGA_B,
	output		     [3:0]		VGA_G,
	output		          		VGA_HS,
	output		     [3:0]		VGA_R,
	output		          		VGA_VS,
	output		          		GSENSOR_CS_N,
	input 		     [2:1]		GSENSOR_INT,
	output		          		GSENSOR_SCLK,
	inout 		          		GSENSOR_SDI,
	inout 		          		GSENSOR_SDO,
	inout 		    [15:0]		ARDUINO_IO,
	inout 		          		ARDUINO_RESET_N,
	inout 		    [35:0]		GPIO
);
assign DRAM_ADDR = 13'b0;
assign DRAM_BA = 2'b0;
assign DRAM_CAS_N = 0;
assign DRAM_CKE = 1'b0;
assign DRAM_CLK = 1'b0;
assign DRAM_CS_N = 1'b0;
assign DRAM_LDQM = 1'b0;
assign DRAM_RAS_N = 1'b0;
assign DRAM_UDQM = 1'b0;
assign DRAM_WE_N = 1'b0;
assign VGA_B = 4'b0;
assign VGA_G = 4'b0;
assign VGA_HS = 0;
assign VGA_R = 4'b0;
assign VGA_VS = 1'b0;
assign GSENSOR_CS_N = 1'b0;
assign GSENSOR_SCLK = 1'b0;
assign DRAM_DQ = 16'b0;
assign ARDUINO_IO[15:1] = {15{1'hz}};
assign ARDUINO_RESET_N = 0;
assign GSENSOR_SDI = 1'b0;
assign GSENSOR_SDO = 1'b0;
wire DLY_RST;
wire [23:0]	mSEG7_DIG;
wire resrt_n = KEY[0];
reset_delay	u_reset_delay	(	
	.iRSTN(resrt_n),
	.iCLK(MAX10_CLK1_50),
	.oRST(DLY_RST)
);
SEG7_LUT_6 u0 (
	.oSEG0(HEX0),
	.oSEG1(HEX1),
	.oSEG2(HEX2),
	.oSEG3(HEX3),
	.oSEG4(HEX4),
	.oSEG5(HEX5),
	.iDIG(mSEG7_DIG)
);
wire dir = SW[0];
wire out = SW[1];
wire in = ARDUINO_IO[0];
assign ARDUINO_IO[0] = dir ? out : 1'bz;
assign LEDR = resrt_n
	? {9'b0, in}
	: 10'h3ff
;
wire[3:0] debug;
wire[3:0] usb_debug;
wire[63:0] data;
wire[63:0] own_data;
wire owned;
wire[2:0] usb_state;
wire[7:0] pid;
wire host_dir;
wire[7:0] modifier;
wire[7:0] keycode;
wire[3:0] leds;
wire CLK_48;
wizard pll(
	.clk_in_clk(MAX10_CLK2_50),
	.rst_reset(DLY_RST),
	.clk_out_clk(CLK_48)
);
Usb_proxy usb (
	.host_dm(GPIO[0]),
	.host_dp(GPIO[1]),
	.device_dm(GPIO[2]),
	.device_dp(GPIO[3]),
	.proxy_en(SW[0]),
	.is_fs(SW[1]),
	.clk(CLK_48),
	.rst(DLY_RST),
	.data(data),
	.usb_state(usb_state),
	.pid(pid),
	.host_dir(host_dir),
	.own_data(own_data),
	.owned(SW[2] ? owned : 0),
	.debug(usb_debug)
);
Keyboard_sniffer sniffer (
	.clk(CLK_48),
	.rst(DLY_RST),
	.data(data),
	.usb_state(usb_state),
	.pid(pid),
	.host_dir(host_dir),
	.modifier(modifier),
	.keycode(keycode),
	.leds(leds),
	.own_data(own_data),
	.owned(owned),
	.led_ctrl(SW[3]),
	.debug(debug)
);
assign GPIO[6:4] = usb_state;
assign GPIO[7] = host_dir;
assign GPIO[9:8] = debug[1:0];
assign GPIO[10] = usb_debug[1];
assign GPIO[11] = usb_debug[0];
assign GPIO[35:12] = {24{1'hz}};
assign mSEG7_DIG = resrt_n  
	? {modifier, keycode, leds, 4'b0}
	: {6{4'b1000}}     		
;
endmodule
```
==> impl_metrics.ini <==
; generated from flow reports
[critical_path]
path_buffers = 1
r2r_slack_ps = 1160
crit_path_cell_trace = clkdlybuf4s50_1
critical_path_class = flip-flop to output port
cp.arrival_ps = 1220
required_ps = 2080
worstPathMaxFanout = 1
r2r_cells = 5
cp-end-kind = output port
start_kind = flip-flop
r2r-end = cont[18]
crit_slowest_cell = dfstp_2
reg2reg_from = cont[0]
cp_top_family = flip-flops
max_stage_delay_ps = 520

[floorplanning]
die_width_um = 114
die.size.y_um = 114
rows = 34
fp_util_pct = 11.1
core_area_um2 = 8680
io_pins = 3
die-area_um2 = 13000

[clock_tree]
cts-buffers-inserted = 3
ctsResizeCount = 0
postCtsHoldBufs = 0
clk_pin_slew_ps = 70
insertion_delay_ps = 250
cts.sinks = 22
clk_path_buf_depth = 2
clockRootBuffer = clkbuf_8
cts_tree = yes
cts_max_level = 1
cts_setup_buffers = 0

[final_timing]
finalCritPeriodShare_pct = 67.0
slew_headroom_pct = 74.4
setup_viol = 0
hold_viol_final = 0
tns_ps = 0
rsz0062_at_grt = false
skew_ps = 1.81
period_needed_ps = 1740
max_freq_mhz = 574
tightestPinTransition_ps = 381
drv_slew = 0

[power_and_ir_drop]
switching_share_pct = 19.2
p_leak_uw = 0.000510
power.total_uw = 561
p_per_area_nw_per_um2 = 480
p_sw_uw = 107
p_int_uw = 453
peakVddDrop_mv = 0.257
pwr-share-comb_pct = 1.5
power_frac_clock_pct = 37.5
pwr-share-seq_pct = 61.0

[worst_hold_path]
min_to = cont[18]
hp-class = flip-flop to flip-flop
hold_depth = 1
hold_start = cont[18]

[logic_synthesis]
ys_chip_area_um2 = 960
ys_cells = 81
top_logic_kind = simple AND/OR/NAND/NOR gates
area_leaders = dfrtp_1, xnor2_1, xor2_1
top_area_cell = dfrtp_1
synth.cell_area_um2 = 960
ys.warnings.count = 4
mux_share_pct = 1.17
ys.flops = 22
syn_avg_cell_area_um2 = 11.8
synth-adder-area-share_pct = 1.30
yosys.stat.seqShare_pct = 57.5
synth_cells = 81
xor_share_pct = 17.3
ys_sh_aoi_pct = 1.04
synth_cell_types = 19
synth_top_area_share_pct = 54.8
simple_gate_share_pct = 21.3

[layout]
fillCellCount = 1001
lay_top_cells = dfrtp_1, xnor2_1, nand2_1
final_layout_size_suffix_gt1_share_pct = 9.09
logic_area_um2 = 404
area_delta_synth_final_pct = 21.6
lay_top_count = dfrtp_1
regArea_um2 = 552

[route]
drtPass1Iterations = 2
route.met3.wl_um = 27
drt-met1-wl_um = 753
drc = 0
wl_met2_um = 651
antenna-diode-count = 0
detail_route.wl_per_cell_um = 7.48
viasPerCell = 2.94
initialDrtViolationCount = 8
antenna_left = 0
vias = 576
drt-total-wl_um = 1470
highest_layer = met4

[grt]
overflow = 0
grt_pass1_vias = 561
grt_usage_pct = 2.22
grt_max_degree = 23
antenna_found_initial = 0
grt_pass1_wl_um = 2530

[job]
tool_warnings = 25
maxCapViolations = 0

[outcome]
outcome = complete, no violations

[placement]
dp_hpwl_um = 1060
io_buffers = 2
routabilityCongestion = 0.784
## cells by family after synthesis
| group | after synthesis |
|---|---|
| simple gates | 36 |
| compound gates | 1 |
| fa+ha+maj | 1 |
| buf+inv | 1 |
| mux | 1 |
| flops | 22 |
| xor+xnor | 19 |
## how the worst max path moves through the flow
stage	from	endpoint	slack [ps]	depth (start not counted)
6_report	oRST	oRST	860	1
4_1_cts	oRST	oRST	840	1
5_1_grt	oRST	oRST	820	1
## power by group through the flow
stage | clock network [uW] | logic, uW | registers [uW]
after global routing | 228 | 10.2 | 342
final | 210 | 8.67 | 342
after CTS | 217 | 9.51 | 342
## sequential cells by signal, indices dropped and copies added (netlist names)
register / cells
cont: 21
oRST: 1
## synth_stat cells
cell type / n
a41o_1: 1
nand3b_1: 1
ha_1: 1
dfrtp_1: 21
nand3_1: 6
and3_1: 6
mux2_2: 1
xor2_1: 5
dfstp_2: 1
nand3_4: 1
inv_1: 1
nor3_1: 1
nand2_1: 9
nor2_1: 6
xnor2_1: 14
nand4_1: 3
nand4b_1: 1
nor3_4: 1
nor4_1: 1
## cell type report
cell class	count	share of cell area, %
Clock buffer	4	3.86
Inverter	1	0.322
Multi-Input combinational cell	58	34.6
Sequential cell	22	47.3
Tap cell	108	11.6
Timing Repair Buffer	3	2.36
## routing by layer
layer  vias up  global-route usage, %
met4         0                  0.668
met2         2                   3.23
li1        290                      -
met1       282                   3.33
met5         -                      0
met3         2                  0.319
## stage by stage
step,util (%),setup WS (ps),std cells,cell area (um^2),hold slack [ps]
after detailed placement,12.9,1120,192,1120,455
after global placement,12.9,1120,192,1120,457
after global routing,13.5,822,196,1170,501
after CTS,13.5,836,196,1170,469
final,13.5,858,196,1170,470
after floorplan,-,1350,81,960,224
Power and IR drop assume default switching activity.
