### flow/run.sh
#!/bin/bash
# OpenROAD 26Q1-2900-gdf79404cd8, Yosys 0.63+post, stock flow scripts
make -C /OpenROAD-flow-scripts/flow DESIGN_CONFIG=/design/flow/config.mk WORK_HOME=/design/flow/orfs finish
### flow/config.mk
export PLATFORM = sky130hd
export DESIGN_NAME = Keyboard_sniffer
export DESIGN_NICKNAME = Keyboard_sniffer
export VERILOG_FILES = /design/flow/design.v
export SDC_FILE = /design/flow/constraint.sdc
export NUM_CORES = 4
export LEC_CHECK = 1
export CORE_AREA = 10 10 89 89
export DIE_AREA = 0 0 99 99
### flow/constraint.sdc
current_design Keyboard_sniffer

set clk_period 4.8
set clk_io_pct 0.2

create_clock -name clk0 -period $clk_period [get_ports {clk}]

set non_clock_inputs [all_inputs -no_clocks]
set_input_delay [expr $clk_period * $clk_io_pct] -clock clk0 $non_clock_inputs
set_output_delay [expr $clk_period * $clk_io_pct] -clock clk0 [all_outputs]
### flow/design.v
module Keyboard_sniffer(
	input clk, rst,
	input [63:0] data,
	input[2:0] usb_state,
	input[7:0] pid,
	input host_dir,
	output[7:0] modifier,
	output[7:0] keycode,
	output reg[3:0] leds,
	output owned,
	output [63:0] own_data,
	input led_ctrl,
	output[3:0] debug
);
wire[63:0] led_on = {25'b0100000001110101001010100, 39'b0};
wire[63:0] led_off = {25'b0010000000110101010101010, 39'b0};
assign own_data = led_ctrl ? led_on : led_off;
reg[63:0] keyboard_data;
reg[7:0] prev_pid;
assign modifier = keyboard_data[7:0];
assign keycode =  keyboard_data[23:16];
reg led_data;
reg caps_num_pressed;
assign owned = led_data && caps_num_pressed;
always@ (posedge clk) begin
	if(rst) begin
		led_data <= 0;
		leds <= 0;
		caps_num_pressed <= 0;
	end else begin
		if(usb_state == 4) begin
			prev_pid <= pid;
			if(pid == DATA0 || pid == DATA1) begin
				if(led_data) leds <= data[3:0];
				else if(prev_pid == IN_Token) begin
					keyboard_data <= data;
					if(data[23:16] == 8'h39 || data[23:16] == 8'h53) caps_num_pressed <= 1;
					else caps_num_pressed <= 0;
				end
			end
			if(pid == OUT_Token && data[10:7] == 4'b0) led_data <= 1;
			else led_data <= 0;
		end
	end
end
assign debug[0] = owned;
assign debug[1] = caps_num_pressed;
assign debug[2] = (prev_pid == IN_Token);
assign debug[3] = 1'b0;
endmodule
==> ci_impl_report.md <==
### Metrics collected by this job

| Metric | Value |
|---|---|
| CTS max path bufs | `2` |
| Die area | `9800 sq um` |
| Critical Path Start | `led_ctrl` |
| CP Data Required Time | `3840 ps` |
| Share of cells above drive strength 1 | `6.25%` |
| Hold Path Depth | `2` |
| Worst-Margin Slew | `536 ps` |
| Peak supply drop | `0.115 mV` |
| RR Endpoint | `keyboard_data[17]$_DFFE_PP_` |
| Psw | `0.0999 mW` |
| Largest net degree at the start of global routing | `13` |
| Post-synthesis async set-or-reset flop share | `0%` |
| Yosys warning total | `9` |
| Fin. max-slew vios | `0` |
| Port buffer count | `65` |
| Worst r2r src | `prev_pid[5]$_DFFE_PP_` |
| H-tree lvl count | `2` |
| Num CTS Buffers | `5` |
| HPWL after DPL | `3250 microns` |
| Clock-pin transition on the worst setup and hold timing paths | `60 ps` |
| Cells after Synth | `132` |
| Stage-log warning count | `72` |
| Met1 usage | `8.40%` |
| CP Class | `primary input to primary output` |
| P_int | `0.405 mW` |
| Synth Seq Share | `52.0%` |
| Io pins | `168` |
| Drt pass-1 iters | `4` |
| Die width | `99 microns` |
| Top cells by area | `edfxtp_1, buf_4, dfxtp_1` |
| Cell type with the largest total area | `edfxtp_1` |
| First-pass GRT wire length | `5600 microns` |
| Clock root cell | `clkbuf_8` |
| Ys flops | `29` |
| Floorplan core density | `26.0%` |
| Vert. Die Dim | `99 microns` |
| # DRC | `0` |
| Routed length per placed instance | `13.9 microns` |
| Core Area | `5990 sq um` |
| Pwr/cell area | `241 nW/um^2` |
| Crit path capture | `own_data[40]` |
| Clock power share | `36.5%` |
| Clock latency on the worst-skew pair | `270 ps` |
| Post-DRT Antenna Nets | `0` |
| Post-synthesis area per instance | `11.8 sq um` |
| Overflow after GRT | `0` |
| Yosys cell count | `132` |
| Final setup viols | `0` |
| Grt met3 use | `3.45%` |
| Post-CTS Resized | `0` |
| Max Freq | `0.329 GHz` |
| Leakage | `0.824 nW` |
| Min Tclk post-route | `3040 ps` |
| Final hold violation count | `0` |
| Worst setup margin | `1760 ps` |
| RePlAce Congestion | `0.731` |
| Post-CTS setup repair buffer count | `0` |
| DRT iter0 DRCs | `19` |
| Crit path arrival time | `2080 ps` |
| Via density | `3.46` |
| Clock sink count | `29` |
| Synthesized cell area | `1560 sq um` |
| Routed vias | `925` |
| Vias in the first global route | `1,093` |
| Critical path launch point type | `primary input` |
| Crit path capture type | `primary output` |
| Flip-flops with a built-in enable | `23` |
| Flop pwr share | `54.2%` |
| Max Cap Viol | `0` |
| Class of the worst hold path | `flop to flop` |
| Number of inserted diodes | `0` |
| M2 GR Usage | `11.7%` |
| Chip area line of the yosys report | `1560 sq um` |
| Post-synth top flop | `edfxtp_1` |
| Top Usage Layer GRT | `met2` |
| Hold-fix buffers at CTS | `0` |
| Reg2reg setup slack | `2840 ps` |
| Routed wire length | `3710 microns` |
| Worst-path fanout max | `6` |
| Tot GR Track Use | `7.11%` |
| Synth unique cells | `21` |
| Pre-CTS WS | `1740 ps` |
| Synth top area share | `44.3%` |
| Comb pwr share | `9.3%` |
| Rel. slew slack | `64.1%` |
| Worst R2R Path Depth | `4` |
| Cycle use final | `63.3%` |
| P&R area growth vs syn | `34.6%` |
| Unrepaired setup endpoints after global routing | `false` |
| Final Skew | `2.86 ps` |
| TNS Setup | `0 ps` |
| Core Rows | `28` |
| Sw Share | `19.8%` |
| Run status | `finished clean` |
| Initial antenna violation count | `0` |
| CTS tree | `done` |
==> per-layer routing <==
metal | share of wire [%] | wire length (microns)
met5 | 0 | 0
met4 | 1.3 | 49
met3 | 12 | 433
met2 | 48 | 1780
met1 | 39 | 1450
==> per-stage QoR <==
stage | util [%] | cell area, sq um | total power [mW] | hold WS [ps] | std cells
finish | 35.0 | 2100 | 0.504 | 489 | 267
global route | 35.0 | 2100 | 0.528 | 531 | 267
CTS | 35.0 | 2100 | 0.518 | 492 | 267
detailed placement | 33.6 | 2010 | 0.327 | 483 | 259
global placement | 33.6 | 2010 | 0.327 | 473 | 259
floorplan | - | 1760 | 0.320 | 440 | 185
==> critical path: stages <==
cell,delay [ps]
clkdlybuf4s50_1,480
inv_1,150
clkdlybuf4s50_1,490
==> kinds of logic after synthesis <==
family | after synthesis | synth area share (%)
buffers and inverters | 68 | 32.3
and+or+nand+nor | 25 | 11.3
other | 2 | 0.482
AOI/OAI and AO/OA | 4 | 1.29
DFF | 29 | 52.0
muxes | 4 | 2.57
==> layout make-up <==
type                       count  area (sq um)
fill                         583          3890
tap                           75          93.8
inverter                       1          3.75
sequential                    29           811
timing repair buffer          66           658
multi-input combinational     88           448
clock inverter                 2          10.0
clock buffer                   6          72.6
==> placed cells by master (no fill, tap or decap), drive strengths merged, types with 2 or more instances in the layout <==
cell type / synthesis / layout
mux2i: 4 / 4
clkdlybuf4s50: 0 / 65
conb: 2 / 55
nor2: 6 / 6
clkbuf: 1 / 6
nor3: 3 / 3
o21ai: 2 / 2
nand2: 2 / 2
edfxtp: 23 / 23
and2: 2 / 2
nor4: 3 / 3
nand4: 2 / 2
dfxtp: 6 / 6
clkinv: 0 / 2
a21oi: 2 / 2
nor4bb: 3 / 3
==> Yosys cell counts (2+ instances only) <==
master,number
nand4_1,2
edfxtp_1,23
a21oi_1,2
nand2_1,2
nor4_1,2
dfxtp_1,6
nor2_1,6
mux2i_1,4
nor3_1,3
and2_1,2
nor4bb_1,3
o21ai_0,2
conb_1,2
buf_4,66
==> flip-flops by register name, summed over array words and instances, names as in the netlist <==
| name | count |
|---|---|
| caps_num_pressed | 1 |
| prev_pid | 7 |
| led_data | 1 |
| leds | 4 |
| keyboard_data | 16 |
==> how the worst min path moves through the flow <==
stage,slack [ps],endpoint,from
CTS,490,caps_num_pressed$_SDFFE_PP0P_,caps_num_pressed$_SDFFE_PP0P_
global route,530,caps_num_pressed$_SDFFE_PP0P_,caps_num_pressed$_SDFFE_PP0P_
finish,490,caps_num_pressed$_SDFFE_PP0P_,caps_num_pressed$_SDFFE_PP0P_
==> power groups by stage <==
stage | Sequential (mW) | Combinational [mW] | Clock, mW
finish | 0.273 | 0.0470 | 0.184
CTS | 0.273 | 0.0489 | 0.196
global route | 0.273 | 0.0529 | 0.202
Power and IR drop assume default switching activity.
